===== constraint.sdc =====
current_design Axi4LiteRegs

set clk_period 12.1
set clk_io_pct 0.2

create_clock -name clk0 -period $clk_period [get_ports {CLK}]
create_clock -name clk1 -period $clk_period [get_ports {S_AXI_ACLK}]

set non_clock_inputs [all_inputs -no_clocks]
set_input_delay [expr $clk_period * $clk_io_pct] -clock clk0 $non_clock_inputs
set_output_delay [expr $clk_period * $clk_io_pct] -clock clk0 [all_outputs]

===== run.sh =====
#!/bin/bash
# OpenROAD 26Q1-2900-gdf79404cd8, Yosys 0.63+post, stock flow scripts
make -C /OpenROAD-flow-scripts/flow DESIGN_CONFIG=/design/flow/config.mk WORK_HOME=/design/flow/orfs finish

===== config.mk =====
export PLATFORM = sky130hd
export DESIGN_NAME = Axi4LiteRegs
export DESIGN_NICKNAME = Axi4LiteRegs
export VERILOG_FILES = /design/flow/design.v
export SDC_FILE = /design/flow/constraint.sdc
export NUM_CORES = 4
export LEC_CHECK = 1
export CORE_UTILIZATION = 50

===== design.v =====
`timescale 1ns / 1ps
module Axi4LiteRegs # 
(parameter C_S_AXI_ADDR_WIDTH = 6, C_S_AXI_DATA_WIDTH = 32)
(
    input  logic CLK,
    input  logic reset_n,
    input  logic  S_AXI_ACLK,
    input  logic  S_AXI_ARESETN,
    input  logic  [C_S_AXI_ADDR_WIDTH-1:0] S_AXI_AWADDR,
    input  logic  S_AXI_AWVALID,
    output logic  S_AXI_AWREADY,
    input  logic  [C_S_AXI_DATA_WIDTH-1:0] S_AXI_WDATA,
    input  logic  [3:0] S_AXI_WSTRB,
    input  logic  S_AXI_WVALID,
    output logic  S_AXI_WREADY,
    input  logic  [C_S_AXI_ADDR_WIDTH-1:0] S_AXI_ARADDR,
    input  logic  S_AXI_ARVALID,
    output logic  S_AXI_ARREADY,
    output logic  [C_S_AXI_DATA_WIDTH-1:0] S_AXI_RDATA,
    output logic  [1:0] S_AXI_RRESP,
    output logic  S_AXI_RVALID,
    input  logic  S_AXI_RREADY,
    output logic  [1:0] S_AXI_BRESP,
    output logic  S_AXI_BVALID,
    input  logic  S_AXI_BREADY
);
    logic   [C_S_AXI_ADDR_WIDTH-1:0] wrAddr ;
    logic   [C_S_AXI_DATA_WIDTH-1:0] wrData ;
    logic   wr ;
    logic   [C_S_AXI_ADDR_WIDTH-1:0] rdAddr ;
    logic   [C_S_AXI_DATA_WIDTH-1:0] rdData ;
    logic   rd ;
    Axi4LiteSupporter #(.C_S_AXI_ADDR_WIDTH(C_S_AXI_ADDR_WIDTH),.C_S_AXI_DATA_WIDTH(C_S_AXI_DATA_WIDTH)) Axi4LiteSupporter1 (
        .wrAddr(wrAddr),                     
        .wrData(wrData),                     
        .wr(wr),                             
        .rdAddr(rdAddr),                     
        .rdData(rdData),                     
        .rd(rd),                             
        .S_AXI_ACLK(S_AXI_ACLK),             
        .S_AXI_ARESETN(S_AXI_ARESETN),       
        .S_AXI_AWADDR(S_AXI_AWADDR),         
        .S_AXI_AWVALID(S_AXI_AWVALID),       
        .S_AXI_AWREADY(S_AXI_AWREADY),       
        .S_AXI_WDATA(S_AXI_WDATA),           
        .S_AXI_WSTRB(S_AXI_WSTRB),           
        .S_AXI_WVALID(S_AXI_WVALID),         
        .S_AXI_WREADY(S_AXI_WREADY),         
        .S_AXI_ARADDR(S_AXI_ARADDR),         
        .S_AXI_ARVALID(S_AXI_ARVALID),       
        .S_AXI_ARREADY(S_AXI_ARREADY),       
        .S_AXI_RDATA(S_AXI_RDATA),           
        .S_AXI_RRESP(S_AXI_RRESP),           
        .S_AXI_RVALID(S_AXI_RVALID),         
        .S_AXI_RREADY(S_AXI_RREADY),         
        .S_AXI_BRESP(S_AXI_BRESP),           
        .S_AXI_BVALID(S_AXI_BVALID),         
        .S_AXI_BREADY(S_AXI_BREADY)          
        ) ;
  logic [31:0] reg0Q, reg1Q, reg0D, reg1D;
  always_ff @(posedge CLK) begin
    if (!reset_n) begin
      reg0Q <= '0;
      reg1Q <= '0;
    end else begin
      reg0Q <= reg0D;
      reg1Q <= reg1D;
    end
  end
  always_comb begin
    reg0D   = reg0Q;
    reg1D   = reg1Q;
    unique case (rdAddr)
      6'd0:    rdData = reg0Q;
      6'd4:    rdData = reg1Q;
      default: rdData = '0;
    endcase
    if (wr) begin
      unique case (wrAddr)
        6'd0:    reg0D = wrData;
        6'd4:    reg1D = wrData;
        default:;
      endcase
    end
  end
endmodule
`timescale 1ns / 1ps
module Axi4LiteSupporter # 
    (parameter C_S_AXI_ADDR_WIDTH = 6, C_S_AXI_DATA_WIDTH = 32)
    (
        output logic  [C_S_AXI_ADDR_WIDTH-1:0] wrAddr,
        output logic  [C_S_AXI_DATA_WIDTH-1:0] wrData,
        output logic  wr,
        output logic  [C_S_AXI_ADDR_WIDTH-1:0] rdAddr,
        input  logic  [C_S_AXI_DATA_WIDTH-1:0] rdData,
        output logic  rd,
        input  logic  S_AXI_ACLK,
        input  logic  S_AXI_ARESETN,
        input  logic  [C_S_AXI_ADDR_WIDTH-1:0] S_AXI_AWADDR,
        input  logic  S_AXI_AWVALID,
        output logic  S_AXI_AWREADY,
        input  logic  [C_S_AXI_DATA_WIDTH-1:0] S_AXI_WDATA,
        input  logic  [3:0] S_AXI_WSTRB,
        input  logic  S_AXI_WVALID,
        output logic  S_AXI_WREADY,
        input  logic  [C_S_AXI_ADDR_WIDTH-1:0] S_AXI_ARADDR,
        input  logic  S_AXI_ARVALID,
        output logic  S_AXI_ARREADY,
        output logic  [C_S_AXI_DATA_WIDTH-1:0] S_AXI_RDATA,
        output logic  [1:0] S_AXI_RRESP,
        output logic  S_AXI_RVALID,
        input  logic  S_AXI_RREADY,
        output logic  [1:0] S_AXI_BRESP,
        output logic  S_AXI_BVALID,
        input  logic  S_AXI_BREADY
    );
    typedef enum logic [5:0] {IDLE, WR1, WR2, RD1, RD2} statetype;
    statetype currState, nextState;
    always_ff @(posedge S_AXI_ACLK) begin
        if (!S_AXI_ARESETN) begin
            currState <= IDLE;
        end else begin
            currState <= nextState;
        end
    end
    always_comb begin
        nextState = currState;
        wrAddr = 0;
        wrData = 0;
        S_AXI_AWREADY = 0;
        S_AXI_WREADY = 0;
        S_AXI_BVALID = 0;
        rdAddr = 0;
        S_AXI_RDATA = 0;    
        S_AXI_ARREADY = 0;
        S_AXI_RDATA = 0;
        S_AXI_RVALID = 0;
        S_AXI_BRESP = 0;
        S_AXI_RRESP = 0;
        wr = 0;
        rd = 0;
        case(currState)
            IDLE: begin
                if (S_AXI_WVALID == 1 && S_AXI_AWVALID == 1) begin
                    wrAddr = S_AXI_AWADDR;
                    wrData = S_AXI_WDATA;
                    S_AXI_AWREADY = 1;
                    S_AXI_WREADY = 1;
                    wr = 1;
                    nextState = WR1;
                end
                else if (S_AXI_ARVALID == 1) begin
                    rd=1;
                    rdAddr = S_AXI_ARADDR;
                    S_AXI_RDATA = rdData;
                    nextState = RD1;
                end
            end
            WR1: begin
                S_AXI_BVALID = 1; 
                if (S_AXI_BREADY == 1) begin
                    nextState = WR2;
                end
            end
            WR2: begin
                 S_AXI_BRESP = 0;
                 nextState = IDLE;
            end
            RD1: begin
                S_AXI_ARREADY = 1;
                S_AXI_RVALID = 1;
                S_AXI_RRESP = 0;
                if (S_AXI_RREADY == 1) begin
                    nextState = RD2;
                end
            end
            RD2: begin
                nextState = IDLE;
            end
            default: begin
                nextState = IDLE;
            end
        endcase
    end
endmodule

==> ci_impl_report.md <==
### Metrics collected by this job

| Metric | Value |
|---|---|
| Status | finished, final reports clean |
| Cell Int Power | around 360 uW |
| Placed instance area | between 4000 and 5000 um2 |
| Yosys simple share | 23.5% |
| DRC | 0 |
| Post-synthesis cell type count | 20 |
| Routed vias/inst | ~5.1 |
| Buf+Inv Stages, Crit Path | 3 |
| CTS tree | done |
| Xor/xnor share | 0% |
| Post-route setup TNS | 0 ps |
| Num rows | 29 |
| FF-to-FF setup slack | around 11000 ps |
| Syn avg cell area | between 8 and 9 um2 |
| Die width | 83.0 um |
| Leakage | between 0.0015 and 0.002 uW |
| Final GP Congestion | around 0.75 |
| Worst Hold Class | flip-flop to flip-flop |
| Synthesized area | 3280 um2 |
| Total gr overflow | 0 |
| Mux share | between 15 and 20% |
| Core Region | 6350 um2 |
| Worst-margin pin slew | approximately 600 ps |
| FF+latch count, synth | around 69 |
| Final hold violations | 0 |
| TritonRoute pass-1 iters | 4 |
| Clk_skew | 1.24 ps |
| Die Height | slightly above 80 um |
| Worst reg2reg path depth | 4 |
| Initial DRC count | 165 |
| Clock sinks | approximately 69 |
| Gate Count Post-Synth | between 300 and 400 |
| # Cells Yosys | around 380 |
| Max incr delay on CP | approximately 520 ps |
| Gr usage total | a little over a fifth |
| Port bufs | a little under 90 |
| Fin. max-slew vios | 0 |
| RSZ-0062 raised after global routing | no |
| Number of global-route vias before repair | about 2600 |
| Synth Warn # | 2 |
| Initial antenna violation count | 0 |
| Register share after synthesis | roughly 42% |
| Worst EP required | 9680 ps |
| Setup Crit Path Kind | input pin to output pin |
| Layout area overhead | 31.3% |
| Area reported by Yosys stat | roughly 3300 um2 |
| Fill count | around 500 |
| Net Sw Frac | 22.1% |
| Synth top cells by count | nand2_1 (131), dfxtp_1 (69), mux2i_1 (64), nand2b_1 (33), a211oi_1 (32) |
| DR vias | between 2000 and 3000 |
| Placed Cells | 519 |
| Tool Warnings | 31 |
| Antenna viol nets, final | 0 |
| Critical Path Source | S_AXI_ARADDR[3] |
| Top cell type by total area after synthesis | dfxtp_1 |
| Worst Setup End Kind | output pin |
| Layout cells sized above 1 | approximately 5.9% |
| Non-filler instance count after layout | 538 |
| Critical path data arrival time | 4140 ps |
| Antenna fix cells | 0 |
| Overall power | roughly 460 uW |
| Combinational share of power | around 8.5% |
| Total setup buffers inserted after CTS | 0 |
| CTS Hold Bufs | 0 |
| Top FF cell, synth | dfxtp_1 |
| HPWL Detailed | 4.02 mm |
| Adders+Majority by Area | 0% |
| Sequential power share | 50.2% |
| Sw Pwr | a little over 100 uW |
| CP Depth | 6 |
| AND-OR/OR-AND Cells, Area Fraction | under 10% |
| Post-DR wirelength/cell | 12.8 um |
| Post-CTS resize count | 0 |
| Largest net degree at the start of global routing | around 65 |
| CP top delay family | buffers and inverters |
| Die footprint | around 7000 um2 |
| Floorplan utilization | about half |
| Clock Power Share | 41.3% |
| Most frequent cell after synthesis | nand2_1 |
| Clock transition at path regs | about 30 ps |
| Crit path top cell by count | clkdlybuf4s50_1 |
| Critical Path Source Type | input pin |
| Worst path cell trace | clkdlybuf4s50_1 > nor3_1 > nand2_1 > buf_4 > a211oi_1 > clkdlybuf4s50_1 |
| I/O Pins | slightly below 100 |
| Max Fanout on Critical Path | 32 |
| # setup viols final | 0 |
| Synth top area cells | dfxtp_1 (42%), mux2i_1 (20%), nand2_1 (15%), a211oi_1 (7.3%), nand2b_1 (6.3%) |
| Fraction of registers with async set or reset after synthesis | 0% |
| Worst vdd ir | roughly 80 uV |
| Post-synth EDFFs | 0 |
| Power Dens Cells | 106 nW/um2 |
| Slowest-stage cell, CP | clkdlybuf4s50_1 |
| Top area contributor share | ~42% |
| R2r endpoint | reg0Q[15] |
| Fin area | between 4000 and 5000 um2 |
| First-pass GRT wire length | 11.6 mm |
| Slew headroom | 59.1% |
| Critical path destination | S_AXI_RDATA[2] |
| Main logic family after synthesis | simple AND/OR/NAND/NOR gates |
| Max_cap viols | 0 |
| RR Startpoint | Axi4LiteSupporter1.currState[0] |
| Post-Route WL | 6.87 mm |
[layer usage]
metal  part of all wire (%)  GRT usage (%)  vias to the layer above
li1                       -              -                     1406
met1                     47           30.3                     1269
met2                     48           34.6                       63
met3                    4.6           4.54                        8
met4                    1.2           3.29                        0
met5                      0              0                        -
[state kept, by name, summed over array words and instances, names as in the netlist]
register / count
reg1Q: 32
reg0Q: 32
Axi4LiteSupporter1.currState: 5
[cell usage in the layout, fill, tap and decap left out]
cell type,count
nand4_2,1
clkinv_2,2
nor3_1,2
dfxtp_1,69
o211ai_1,1
nor2_1,3
mux2i_1,64
clkinvlp_4,1
nor2b_1,1
and3_1,3
clkbuf_1,2
clkdlybuf4s50_1,86
and4b_2,1
a211oi_1,32
buf_4,6
nand2_1,131
nand2b_1,33
a21boi_0,1
clkbuf_8,14
conb_1,4
buf_2,2
o21a_1,1
nand3_1,1
[per-stage QoR]
stage | setup slack (ps) | utilization [%] | hold slack [ps]
2_1_floorplan | 6610 | - | 419
3_3_place_gp | 5550 | 64.3 | 434
3_5_place_dp | 5560 | 64.3 | 435
4_1_cts | 5540 | 67.8 | 444
5_1_grt | 5440 | 67.8 | 477
6_report | 5540 | 67.8 | 442
[power by group through the flow]
stage	Clock, uW	Combinational (uW)	Sequential [uW]
after global routing	207	42.0	229
after CTS	193	39.1	229
final	188	38.7	229
[final cells by class]
class                      count  area, um2  area share (%)
clock buffer                  16        200            4.65
clock inverter                 3       17.5           0.407
multi-input combinational    279       1690            39.3
sequential                    69       1380            32.1
tap                           77       96.3            2.24
timing repair buffer          94        916            21.3
[worst min path at each step]
stage,depth (start not counted),start,slack (ps),end
after CTS,2,Axi4LiteSupporter1.currState[1],440,Axi4LiteSupporter1.currState[0]
after global routing,2,reg1Q[2],480,reg1Q[2]
final,2,Axi4LiteSupporter1.currState[1],440,Axi4LiteSupporter1.currState[0]
[cells by family (layout without fill, tap and decap cells)]
kind of cell           after synthesis  in the layout
AND-OR/OR-AND                       35             35
flip-flops                          69             69
multiplexers                        64             64
buffers and inverters               38            113
other                                1              4
AND/OR/NAND/NOR                    176            176
[worst register-to-register path, cell delays in order, from the launching register on]
cell     delay [ps]
dfxtp_1         330
and3_1          260
and4b_2         250
buf_4           490
mux2i_1         270
Power figures rest on the tool's default switching activity, not on a simulated workload.
