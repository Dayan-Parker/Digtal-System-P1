File: flow/config.mk
export PLATFORM = sky130hd
export DESIGN_NAME = Axi4LiteManager
export DESIGN_NICKNAME = Axi4LiteManager
export VERILOG_FILES = /design/flow/design.v
export SDC_FILE = /design/flow/constraint.sdc
export NUM_CORES = 4
export LEC_CHECK = 1
export CORE_UTILIZATION = 50
File: flow/constraint.sdc
current_design Axi4LiteManager

set clk_period 5.2
set clk_io_pct 0.2

create_clock -name clk0 -period $clk_period [get_ports {M_AXI_ACLK}]

set non_clock_inputs [all_inputs -no_clocks]
set_input_delay [expr $clk_period * $clk_io_pct] -clock clk0 $non_clock_inputs
set_output_delay [expr $clk_period * $clk_io_pct] -clock clk0 [all_outputs]
File: flow/design.v
`timescale 1ns / 1ps
module Axi4LiteManager # 
    (parameter C_M_AXI_ADDR_WIDTH = 8, C_M_AXI_DATA_WIDTH = 32)
    (
        input  logic    [C_M_AXI_ADDR_WIDTH-1:0] wrAddr,
        input  logic    [C_M_AXI_DATA_WIDTH-1:0] wrData,
        input  logic    wr,
        output  logic   wrDone,
        input  logic    [C_M_AXI_ADDR_WIDTH-1:0] rdAddr,
        output logic    [C_M_AXI_DATA_WIDTH-1:0] rdData,
        input  logic    rd,
        output  logic   rdDone,
        input  logic    M_AXI_ACLK,
        input  logic    M_AXI_ARESETN,
        output logic    [C_M_AXI_ADDR_WIDTH-1:0] M_AXI_AWADDR,
        output logic    M_AXI_AWVALID,
        input  logic    M_AXI_AWREADY,
        output logic    [C_M_AXI_DATA_WIDTH-1:0] M_AXI_WDATA,
        output logic    [3:0] M_AXI_WSTRB,
        output logic    M_AXI_WVALID,
        input  logic    M_AXI_WREADY,
        output logic    [C_M_AXI_ADDR_WIDTH-1:0] M_AXI_ARADDR,
        output logic    M_AXI_ARVALID,
        input  logic    M_AXI_ARREADY,
        input  logic    [C_M_AXI_DATA_WIDTH-1:0] M_AXI_RDATA,
        input  logic    [1:0] M_AXI_RRESP,
        input  logic    M_AXI_RVALID,
        output logic    M_AXI_RREADY,
        input  logic    [1:0] M_AXI_BRESP,
        input  logic    M_AXI_BVALID,
        output logic    M_AXI_BREADY
    );
    typedef enum logic [5:0] {IDLE, R, WR ,WR1,WR2, Wait1, Wait2, WRESP,RD1,RD2} statetype;
    statetype nextState, currState;
    logic [ C_M_AXI_DATA_WIDTH-1:0] wrDataD, wrDataQ,rdDataD, rdDataQ;
    logic [C_M_AXI_ADDR_WIDTH-1:0] wrAddrD, wrAddrQ, rdAddrD, rdAddrQ;
    assign rdData = rdDataQ;
    always_ff @(posedge M_AXI_ACLK) begin
        if (!M_AXI_ARESETN) begin
            currState <= IDLE;
            wrDataQ <= 0;
            wrAddrQ <= 0;
            rdAddrQ <= 0;
            rdDataQ <= 0;
        end else begin
            currState <= nextState;
            wrDataQ <= wrDataD;
            wrAddrQ <= wrAddrD;
            rdAddrQ <= rdAddrD;
            rdDataQ <= rdDataD;
        end
    end
    always_comb begin
        nextState = currState;
        wrDataD = wrDataQ;
        wrAddrD = wrAddrQ;
        wrDone = 0;
        rdDone = 0;
        M_AXI_AWADDR=0;
        M_AXI_AWVALID =0;
        M_AXI_WDATA =0;
        M_AXI_WVALID =0;
        M_AXI_BREADY =0;
        M_AXI_ARADDR = rdAddrQ;
        M_AXI_RREADY =0;
        M_AXI_ARVALID =0;
        rdAddrD = rdAddrQ;
        rdDataD = rdDataQ;
        case (currState) 
            IDLE: begin
                if (wr) begin
                    wrDataD = wrData;
                    wrAddrD = wrAddr;
                    nextState = WR1;
                end
                else if (rd) begin
                    rdAddrD = rdAddr;
                    nextState = RD1;
                end
            end
            RD1: begin
                M_AXI_ARADDR = rdAddrQ;
                M_AXI_RREADY = 1;
                M_AXI_ARVALID = 1;
                if (M_AXI_RVALID && M_AXI_ARREADY) begin
                    nextState = RD2;
                end
            end
            RD2: begin
                rdDataD = M_AXI_RDATA;
                rdDone = 1;
                nextState = IDLE;
            end
            WR1: begin
                M_AXI_AWADDR = wrAddrQ;
                M_AXI_AWVALID = 1;
                M_AXI_WDATA = wrDataQ;
                M_AXI_WVALID = 1;
                if (M_AXI_AWREADY && M_AXI_WREADY) begin
                    nextState = WR2;
                end
            end
            WR2: begin
                    if (M_AXI_BVALID) nextState = Wait1;
            end
            Wait1: begin
                nextState = Wait2;
            end
            Wait2: begin
                nextState = WRESP;
            end
            WRESP: begin
                M_AXI_BREADY = 1;
                wrDone = 1;
                nextState = IDLE;
            end
            default: begin
                nextState = IDLE; 
            end
        endcase
    end
endmodule
File: flow/run.sh
#!/bin/bash
# OpenROAD 26Q1-2900-gdf79404cd8, Yosys 0.63+post, stock flow scripts
make -C /OpenROAD-flow-scripts/flow DESIGN_CONFIG=/design/flow/config.mk WORK_HOME=/design/flow/orfs finish
==> results.py <==
# Generated from Yosys and OpenROAD reports
metrics = {
    "status": {
        "outcome": "completed",
    },
    "timing": {
        "finalSetupTns_ps": 0,
        "timing.clock.skew_ps": 7.52,
        "transition_time_at_the_pin_with_the_least_slew_margin_ps": 823,
        "finalSetupViolations": 0,
        "timing.final.crit_period_ps": 2720,
        "worst_hold_slack_ps": 433,
        "hold_fails_final_rpt": 0,
        "drv_slew": 0,
        "worst_slew_margin_rel_pct": 45.1,
        "max_freq_ghz": 0.367,
        "min_period_over_period_pct": 52.3,
        "grt_setup_unrepaired": "no",
    },
    "synthesis": {
        "ys_types": 23,
        "postSynth.asyncResetShare_pct": 0,
        "ys_cells": 397,
        "syn_area_um2": 3900,
        "ys_seq_elements": 88,
        "cells_after_synthesis": 397,
        "synthesis.yosys.warnings": 5,
        "postSynthSeqShare_pct": 45.1,
        "yosys.stat.chipArea_um2": 3900,
        "synth.top_cells.by_count": "sky130_fd_sc_hd__dfxtp_1 (88), sky130_fd_sc_hd__a21boi_0 (42), sky130_fd_sc_hd__and2_1 (42)",
        "top_area_contributor_share_pct": 45.1,
        "syn-mean-instance-area_um2": 9.83,
        "yosysTopAreaCell": "sky130_fd_sc_hd__dfxtp_1",
        "synth_dominant_cell_count": "sky130_fd_sc_hd__dfxtp_1",
        "dominantRegCellSynth": "sky130_fd_sc_hd__dfxtp_1",
        "edf_count": 0,
        "synthTopCellsByArea": "sky130_fd_sc_hd__dfxtp_1 (45%), sky130_fd_sc_hd__mux2i_1 (10%), sky130_fd_sc_hd__a21boi_0 (8.1%)",
    },
    "placed_design": {
        "io_buffers": 175,
        "post-place-cells": 635,
        "post_dp_cell_area_um2": 5550,
        "hpwlAfterDp_um": 5720,
        "final_wtd_congestion": 0.792,
    },
    "run": {
        "cap_viol_max_count": 0,
        "stage_log_warnings": 31,
    },
    "clocking": {
        "h-tree-depth": 3,
        "post_cts_hold_buffer_count": 0,
        "cts_buffer_depth": 2,
        "cts_buffer_count": 9,
        "postCtsSetupRepairBufs": 0,
        "worstSkewPairLatency_ps": 340,
        "tritoncts_num_sinks": 88,
        "worst_setup_hold_path_clk_slew_ps": 80,
        "clock_tree_from_tritoncts": "done",
        "post_cts_resize_count": 0,
        "clock_tree.root_cell": "sky130_fd_sc_hd__clkbuf_8",
    },
    "global_route": {
        "grt.total_usage_pct": 21.5,
        "grt_max_degree": 84,
        "grt_first_pass_wirelength_um": 14100,
        "overflow": 0,
        "antenna_found_initial": 0,
        "first_global_vias": 2861,
    },
    "critical_path": {
        "path_class": "reg2out",
        "endpoint_type_of_the_worst_setup_path": "output port",
        "timing.critical_path.slowest_stage_cell": "sky130_fd_sc_hd__clkdlybuf4s50_1",
        "path_cells": "buf_4 -> and2_1 -> clkdlybuf4s50_1",
        "cp-start-kind": "register",
        "cp_peak_stage_delay_ps": 500,
        "critical_path_arrival_ps": 1680,
        "critical_path_depth": 3,
        "critPathRequiredTime_ps": 4160,
        "crit_path_max_fanout": 44,
        "crit_family": "buffers and inverters",
        "ff2ff_path_depth": 3,
        "critical_path.n_buffers_inverters": 2,
    },
    "cells_and_area": {
        "layout-drive-gt1-share_pct": 4.53,
        "area_growth_pct": 47.8,
        "postLayoutCellArea_um2": 5770,
        "finalNonFillerCells": 651,
    },
    "routing": {
        "drc_errors": 0,
        "ant_nets": 0,
        "drt_first_iter_violations": 87,
        "dr.pass1.iters": 4,
        "wl_per_cell_um": 13.4,
        "routed_wirelength_um": 8710,
        "route.antenna.diode_count": 0,
        "post_dr_vias_cell": 4.85,
        "vias": 3158,
    },
    "floorplan": {
        "rows": 31,
        "die_h_um": 90.3,
        "num_ports": 184,
        "die-width_um": 90.3,
        "placeableCoreArea_um2": 7410,
        "floorplan.initialDensity_pct": 52.7,
        "die-area_um2": 8160,
    },
    "power": {
        "power_per_cell_area_nw_per_um2": 239,
        "totalPowerFinal_mw": 1.38,
        "p_leak_nw": 2.18,
        "worst_ir_drop_vdd_v": 0.000142,
    },
    "worst_hold_path": {
        "holdCritPathClass": "reg2reg",
        "worstHoldPathCells": 1,
    },
}
## final timing paths
kind	slack [ps]	end	from
max	2480	M_AXI_AWADDR[1]	currState[6]
min	430	currState[3]	currState[5]
max reg2reg	3450	rdAddrQ[5]	currState[0]
min reg2reg	430	currState[3]	currState[5]
## report_power, final
part           leakage (nW)  switching [mW]  internal, mW
combinational          1.36          0.0613         0.115
clock                 0.110           0.233         0.265
sequential            0.716         0.00828         0.696
## area by class of cell
class                   count  area [um2]
clock buffers              13         169
well taps                  99         124
flip-flops and latches     88        1760
clock inverters             3        47.5
repair buffers            180        1780
multi-input cells         267        1880
fillers                   508        1640
inverters                   1        3.75
## metal layers
layer | GRT usage, % | vias to the layer above | wire [um]
li1 | - | 1628 | -
met1 | 33.0 | 1419 | 4130
met2 | 32.5 | 106 | 3810
met3 | 5.98 | 5 | 703
met4 | 2.28 | 0 | 69
met5 | 0 | - | 0
## state kept, by name, summed over array words and instances (netlist names)
signal / flops
rdDataQ: 32
wrDataQ: 32
currState: 8
rdAddrQ: 8
wrAddrQ: 8
## layout by cell type, fill, tap and decap left out, types with 2 or more instances in the layout
cell type,synthesis,routed
sky130_fd_sc_hd__dfxtp_2,0,2
sky130_fd_sc_hd__nand2_1,17,17
sky130_fd_sc_hd__conb_1,1,4
sky130_fd_sc_hd__buf_4,11,5
sky130_fd_sc_hd__nor2b_1,32,32
sky130_fd_sc_hd__a21boi_0,42,42
sky130_fd_sc_hd__and2_1,42,42
sky130_fd_sc_hd__buf_2,13,2
sky130_fd_sc_hd__clkdlybuf4s50_1,0,173
sky130_fd_sc_hd__clkbuf_8,0,12
sky130_fd_sc_hd__o21a_1,41,41
sky130_fd_sc_hd__dfxtp_1,88,86
sky130_fd_sc_hd__mux2i_1,40,40
sky130_fd_sc_hd__and3_1,41,41
## metrics by stage
step	setup slack (ps)	util, %
global route	2380	77.9
global placement	2660	74.9
detailed placement	2670	74.9
CTS	2470	77.9
floorplan	3440	-
finish	2480	77.9
## cell families (layout without fill, tap and decap cells)
| family | Yosys count | in the layout | share of synthesized area (%) |
|---|---|---|---|
| AND/OR/NAND/NOR | 137 | 137 | 20.9 |
| buffers and inverters | 45 | 197 | 6.96 |
| multiplexers | 40 | 40 | 10.3 |
| other | 1 | 4 | 0.0961 |
| flip-flops | 88 | 88 | 45.1 |
| AND-OR/OR-AND | 86 | 86 | 16.6 |
No activity file was given, so power comes from the tool's default toggle rates.
